File: flow/run.sh
#!/bin/bash
# OpenROAD 26Q1-2900-gdf79404cd8, Yosys 0.63+post, stock flow scripts
make -C /OpenROAD-flow-scripts/flow DESIGN_CONFIG=/design/flow/config.mk WORK_HOME=/design/flow/orfs finish
File: flow/config.mk
export PLATFORM = sky130hd
export DESIGN_NAME = alu_calculator
export DESIGN_NICKNAME = alu_calculator
export VERILOG_FILES = /design/flow/design.v
export SDC_FILE = /design/flow/constraint.sdc
export NUM_CORES = 4
export LEC_CHECK = 1
export CORE_UTILIZATION = 50
File: flow/constraint.sdc
current_design alu_calculator

set clk_period 17.5
set clk_io_pct 0.2

create_clock -name clk0 -period $clk_period [get_ports {clk}]

set non_clock_inputs [all_inputs -no_clocks]
set_input_delay [expr $clk_period * $clk_io_pct] -clock clk0 $non_clock_inputs
set_output_delay [expr $clk_period * $clk_io_pct] -clock clk0 [all_outputs]
File: flow/design.v
`timescale 1ns / 1ps
module SevenSegmentTruthTable(
    input clk,
    input [15:0] N,
    output reg [6:0] D,
    output reg [3:0] an
    );
    reg [3:0] current;
    reg [1:0] digit_sel = 0;
    reg [19:0] refresh = 0;
 always @(posedge clk) begin
    refresh <= refresh + 1;
    digit_sel <= refresh[15:14];
    case(digit_sel)
        2'b00: begin
            an <= 4'b1110;
            current <= N[3:0];
        end 
        2'b01: begin
            an <= 4'b1101;
            current <= N[7:4];
        end 
        2'b10: begin
            an <= 4'b1011;
            current <= N[11:8];
        end 
        2'b11: begin
            an <= 4'b0111;
            current <= N[15:12];
        end
    endcase 
end
always @(*) begin
    case (current)
        4'h0: D = 7'b1000000;  
        4'h1: D = 7'b1111001;  
        4'h2: D = 7'b0100100;  
        4'h3: D = 7'b0110000;  
        4'h4: D = 7'b0011001;  
        4'h5: D = 7'b0010010;  
        4'h6: D = 7'b0000010;  
        4'h7: D = 7'b1111000;  
        4'h8: D = 7'b0000000;  
        4'h9: D = 7'b0010000;  
        4'hA: D = 7'b0001000;  
        4'hB: D = 7'b0000011;  
        4'hC: D = 7'b1000110;  
        4'hD: D = 7'b0100001;  
        4'hE: D = 7'b0000110;  
        4'hF: D = 7'b0001110;  
        default: D = 7'b0111111;
    endcase
end
endmodule
`timescale 1ns / 1ps
module alu(
    input [7:0] A,
    input [7:0] B,
    input [2:0] sel,
    output reg [7:0] Y
    );
    always @(*) begin
        case(sel)
            3'b000: Y = A + B;
            3'b001: Y = A - B;
            3'b010: Y = A * B;
            3'b011: if (B == 0) begin
                        Y = 8'hFF;
                    end else 
                        Y = A / B;
            3'b100: Y = A<<B;
            3'b101: Y = A>>B;
            3'b110: Y = A | B;
            3'b111: Y = A & B;
            default: Y = 8'b0;
        endcase 
    end
endmodule
`timescale 1ns / 1ps
module alu_calculator(
    input clk,
    input rst,
    input btn1,
    input btn2,
    input [7:0] in,
    input [2:0] sel,
    output [7:0] Y,
    output [6:0] seg,
    output [3:0] an
    );
    wire [7:0] A,B;
    wire [15:0] result;
    wire btn1_db, btn2_db;
    mealy deb_btn1(.clk(clk), .b(btn1), .d(btn1_db));
    mealy deb_btn2(.clk(clk), .b(btn2), .d(btn2_db));
    register a(
        .clk(clk),
        .rst(rst),
        .load(btn1_db),
        .d(in),
        .q(A)
    );
    register b(
        .clk(clk),
        .rst(rst),
        .load(btn2_db),
        .d(in),
        .q(B)
    );
    alu DUT(
        .A(A),
        .B(B),
        .sel(sel),
        .Y(result)
    );
    SevenSegmentTruthTable t(
        .clk(clk),
        .N(result),
        .D(seg),
        .an(an)
    );
    assign Y = result[7:0];
endmodule
`timescale 1ns / 1ps
module mealy(
    input b, clk,
    output reg d
    );
    reg [1:0] state, nextState;
    always @ (posedge clk) begin
        state <= nextState;
    end
    always @ (state or b) begin
        case (state)
            2'b00: begin
                nextState <= b ? 2'b01 : 2'b00;
                d = 0;
            end
            2'b01: begin
                nextState <= b ? 2'b11 : 2'b00;
                d = 0;
            end 
            2'b11: begin
                nextState <= b ? 2'b11 : 2'b10;
                d = 0;
            end 
            2'b10: begin
                nextState <= b ? 2'b01 : 2'b00;
                d = 1;
            end
            default: begin
                nextState = 2'b00;
                d = 0;
            end
         endcase 
     end
endmodule
`timescale 1ns / 1ps
module register(
    input clk,
    input load,
    input rst,
    input [7:0] d,
    output reg [7:0] q
    );
    always @(posedge clk or posedge rst) begin
        if (rst) begin
            q <= 8'b0;
        end else if (load) begin
            q <= d;
        end
    end
endmodule
==> Implementation_results.wiki <==
== Run summary ==
{| class="wikitable"
! Metric !! Value
|-
| Arrival time worst endpoint || 11750 ps
|-
| H-tree depth reported by CTS || 2
|-
| Endpoints failing hold || 0
|-
| Cell at the root of the clock tree || sky130_fd_sc_hd__clkbuf_16
|-
| Area used by sequential logic in the layout || 0.001061 mm^2
|-
| Number of fillers in the final layout || 1014
|-
| Total power || 0.8940 mW
|-
| Flops & latches, synth || 49
|-
| Comb pwr share || 0.715
|-
| Top fanout value on the critical path || 16
|-
| Final number of setup-violating endpoints || 0
|-
| Area overhead of the layout relative to synthesis || 10.12%
|-
| Most frequent cells after synthesis || sky130_fd_sc_hd__ha_1, sky130_fd_sc_hd__nand2_1, sky130_fd_sc_hd__inv_1, sky130_fd_sc_hd__nor2_1, sky130_fd_sc_hd__xnor2_1
|-
| Transition at the pin with the smallest max-transition slack || 718.0 ps
|-
| Fraction of the cycle the final worst path needs || 0.8716
|-
| Startpoint type of the worst setup path || flip-flop
|-
| Cell count after synthesis || 666
|-
| Vias after detailed routing || 4777
|-
| Total global-route track usage || 0.2738
|-
| Headroom to the max-slew limit || 0.5196
|-
| P_sw || 0.4096 mW
|-
| Number of design-rule violations left by the first detailed-router iteration || 468
|-
| Fp util || 0.5180
|-
| Number of instances on the worst hold path || 0
|-
| Die Area || 0.01176 mm^2
|-
| Reg2Reg Setup Slack || 5220 ps
|-
| Status || completed
|-
| Share of cells above drive strength 1 || 0.09559
|-
| Master of the slowest instance on the critical path || sky130_fd_sc_hd__nor2_1
|-
| Pins over their slew limit || 0
|-
| Start of the worst register-to-register path || b.q[0]
|-
| Number of antenna violations at the first check in global routing || 0
|-
| Worst Setup Slack, final || 2247 ps
|-
| Unrepaired setup endpoints after global routing || false
|-
| Setup Crit Path Kind || flip-flop to output port
|-
| Async set-reset flop share out of synthesis || 0.3265
|-
| Vias in the first global route || 4647
|-
| Die outline height || 108.4 um
|-
| Critical path endpoint category || output port
|-
| # rows || 38
|-
| Sequential power share || 0.172
|-
| Area share of and-or/or-and cells after synthesis || 0.1805
|-
| Count of input and output buffers || 33
|-
| Delay contributed by the slowest stage of the critical path || 560 ps
|-
| Clk slew on worst S/H paths || 70 ps
|-
| DR WL/cell || 17.70 um
|-
| Most frequent cell on the critical path || sky130_fd_sc_hd__ha_1
|-
| Endpoint, Worst Hold || t.digit_sel[1]
|-
| Vias per inst || 5.826
|-
| Die X || 108.4 um
|-
| Count of instantiated cells in the yosys netlist || 666
|-
| First-pass iteration count of the detailed router || 5
|-
| DP Worst Slack || 2659 ps
|-
| Clk network pwr share || 0.112
|-
| Source-to-sink clock delay at the later pin of the worst-skew pair || 300 ps
|-
| Global-route wire length before repair || 24.12 mm
|-
| Main area contributors || sky130_fd_sc_hd__ha_1, sky130_fd_sc_hd__dfxtp_1, sky130_fd_sc_hd__dfrtp_1, sky130_fd_sc_hd__xnor2_1, sky130_fd_sc_hd__mux2_2
|-
| Overall routed net length || 14.52 mm
|-
| Total core area || 0.01094 mm^2
|-
| Top achievable clock speed || 65.56 MHz
|-
| LEAKAGE || 2.725 nW
|-
| Buffer depth of the longest clock path || 2
|-
| Final Critical Period || 15250 ps
|-
| Routability congestion estimate from global placement || 0.9561
|-
| Avg Inst Size Synth || 8.505 um^2
|-
| ANT nets after route || 0
|-
| N_diodes || 0
|-
| Top cell type by total area after synthesis || sky130_fd_sc_hd__ha_1
|-
| Num CTS Buffers || 5
|-
| Post-Route Setup TNS || 0 ps
|-
| Post-Route Skew || 5.521 ps
|-
| Worst hold start || t.refresh[15]
|-
| Clock sink count || 49
|-
| Post-synth EDFFs || 0
|-
| Main logic family after synthesis || adder cells
|-
| DRC violations left || 0
|-
| YS warnings || 5
|-
| Hold buffers post-CTS || 0
|-
| XORs/XNORs by Area || 0.07886
|-
| Basic-gate share of the synthesized area counting and, or, nand and nor cells || 0.1672
|-
| Number of gates resized after CTS || 0
|-
| Chip area from the yosys synthesis statistics || 0.005664 mm^2
|-
| Total of max-cap violations || 0
|-
| Global route overflow || 0
|-
| Library cell with the highest instance count after synthesis || sky130_fd_sc_hd__ha_1
|-
| Switch share || 0.4582
|-
| Dominant register cell || sky130_fd_sc_hd__dfxtp_1
|-
| Areal power density over the cells || 143.3 mW/mm^2
|-
| Area fraction in full adders, half adders and majority gates || 0.2160
|-
| Synth Seq Share || 0.1873
|-
| HPWL after detailed placement || 10.93 mm
|-
| Worst reg2reg path endpoint || seg[1]
|-
| I/O pins || 34
|-
| Clock tree from TritonCTS || built
|-
| Worst endpoint required time || 14000 ps
|-
| Internal Power || 0.4844 mW
|-
| Count of buffers added by post-CTS timing repair for setup || 0
|-
| Hold WC Path Type || flip-flop to flip-flop
|-
| Cell variety after synth || 72
|-
| Area share, top type || 0.1613
|-
| Cell area after synthesis || 0.005664 mm^2
|-
| Area used by multi-input combinational logic || 0.004277 mm^2
|-
| Max rail drop VDD || 0.07561 mV
|-
| Maximum number of pins on one net before global-route repair || 27
|-
| Worst r2r path cells || 49
|-
| Number of warning messages in the logs || 37
|-
| Area fraction in mux cells || 0.1116
|}
[registers in the layout (all words and copies together), names as in the netlist]
register        cells
a.q                 8
t.refresh          16
t.digit_sel         2
t.an                4
seg                 7
deb_btn2.state      2
b.q                 8
deb_btn1.state      2
[metrics by stage]
step	util	area [um^2]	cells	hold slack [ps]
after floorplan	-	5664	666	350.1
after global placement	0.5563	6083	812	357.2
after detailed placement	0.5563	6083	812	360.0
after CTS	0.5704	6237	820	369.6
after global routing	0.5704	6237	820	382.5
final	0.5704	6237	820	365.9
[cells in the final DEF, fill, tap and decap left out, types with 26 or more instances in the layout]
cell                              synthesis  final
sky130_fd_sc_hd__nor2_1                  47     47
sky130_fd_sc_hd__clkdlybuf4s50_1          0     33
sky130_fd_sc_hd__inv_1                   47     47
sky130_fd_sc_hd__o21ai_0                 26     26
sky130_fd_sc_hd__ha_1                    73     73
sky130_fd_sc_hd__nand2_1                 48     48
sky130_fd_sc_hd__mux2_2                  27     27
sky130_fd_sc_hd__a21oi_1                 33     33
sky130_fd_sc_hd__dfxtp_1                 33     33
sky130_fd_sc_hd__xnor2_1                 43     43
[power groups by stage]
stage	clock (mW)	combinational, mW	sequential, mW
after CTS	0.104	0.641	0.154
after global routing	0.109	0.727	0.157
final	0.100	0.639	0.154
[worst max path at each step]
| stage | start | endpoint |
|---|---|---|
| 6_report | b.q[0] | Y[0] |
| 5_1_grt | b.q[0] | Y[0] |
| 4_1_cts | b.q[0] | Y[0] |
[cell families (layout without fill, tap and decap cells)]
family,Yosys count,count (layout)
multiplexers,52,52
adder cells (fa/ha/maj),91,91
buffers and inverters,84,98
AND/OR/NAND/NOR,189,189
AND-OR/OR-AND,150,150
flip-flops,49,49
XOR/XNOR,51,51
[per-layer routing]
metal | GRT usage | wire (um)
met1 | 0.4130 | 6853
met2 | 0.4114 | 6328
met3 | 0.05215 | 885
met4 | 0.07046 | 448
met5 | 0 | 0
[critical path, delay by kind of cell, from the launching register on]
family / cells / cell delay (ps)
muxes: 3 / 1120
buffers and inverters: 2 / 1040
and+or+nand+nor: 6 / 1610
DFF: 1 / 350
adders and majority gates: 8 / 2690
AOI/OAI and AO/OA: 24 / 4660
[area by class of cell]
class	count	share of cell area
Sequential cell	49	0.1701
Clock inverter	3	0.004614
Multi-Input combinational cell	533	0.6857
Timing Repair Buffer	40	0.06138
Inverter	50	0.03009
Tap cell	140	0.02808
Clock buffer	5	0.02006
Power figures rest on the tool's default switching activity, not on a simulated workload.
